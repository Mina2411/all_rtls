==> /design/flow/config.mk <==
export PLATFORM = sky130hd
export DESIGN_NAME = ram_mmu_tech
export DESIGN_NICKNAME = ram_mmu_tech
export VERILOG_FILES = /design/flow/design.v
export SDC_FILE = /design/flow/constraint.sdc
export NUM_CORES = 4
export LEC_CHECK = 1
export CORE_UTILIZATION = 30
==> /design/flow/constraint.sdc <==
current_design ram_mmu_tech

set clk_period 15.9
set clk_io_pct 0.2

create_clock -name clk0 -period $clk_period [get_ports {i_clk}]

set non_clock_inputs [all_inputs -no_clocks]
set_input_delay [expr $clk_period * $clk_io_pct] -clock clk0 $non_clock_inputs
set_output_delay [expr $clk_period * $clk_io_pct] -clock clk0 [all_outputs]
==> /design/flow/design.v <==
package config_target_pkg;
localparam bit CFG_ASYNC_RESET = 0;
localparam int CFG_CPU_NUM = 1;
localparam int CFG_ILOG2_LINES_PER_WAY = 7;                  
localparam int CFG_ILOG2_NWAYS = 2;                          
localparam int CFG_DLOG2_LINES_PER_WAY = 7;                  
localparam int CFG_DLOG2_NWAYS = 2;                          
localparam int CFG_L2CACHE_ENA = 0;
localparam int CFG_L2_LOG2_NWAYS = 4;
localparam int CFG_L2_LOG2_LINES_PER_WAY = 9;                
localparam int CFG_BOOTROM_LOG2_SIZE = 16;                   
localparam int CFG_SRAM_LOG2_SIZE = 18;                      
localparam int CFG_New_slave_LOG2_SIZE = 4;
localparam int CFG_UART_SPEED_UP_RATE = 0;
localparam CFG_BOOTROM_FILE =
                  "/home/megmar00/Desktop/riscv_vhdl_old/sv_without_makefile/Bachelor_thesis_repo/MyHelloWorld/bin/MyHelloWorld";
localparam CFG_BOOTROM_FILE_HEX = {CFG_BOOTROM_FILE, ".hex"};
localparam bit [31:0] CFG_HW_ID = 32'h20221101;
endpackage: config_target_pkg
package divstage64_pkg;
endpackage: divstage64_pkg
package divstage53_pkg;
endpackage: divstage53_pkg
`timescale 1ns/10ps
(* dont_touch="true" *) module ram_fpga_distr
#(
    parameter abits = 12,
    parameter dbits = 64
)
(
    input                      i_clk,
    input [abits - 1:0]        i_addr,
    output logic [dbits - 1:0] o_rdata,
    input                      i_wena,
    input [dbits - 1:0]        i_wdata
);
logic [dbits - 1:0] r_data;
(* ram_style="distributed" *) logic [dbits - 1:0] ram [0 : 2 ** abits - 1];
always_ff @(posedge i_clk)
begin: main_proc
    if(i_wena == 1'b1) begin
        ram[i_addr] <= i_wdata;
        r_data <= i_wdata;
    end else
        r_data <= ram[i_addr];
end: main_proc
assign o_rdata = r_data;
endmodule: ram_fpga_distr
`timescale 1ns/10ps
module ram_mmu_tech #(
    parameter int abits = 6,
    parameter int dbits = 104
)
(
    input logic i_clk,                                       
    input logic [abits-1:0] i_addr,
    input logic i_wena,
    input logic [dbits-1:0] i_wdata,                        
    output logic [dbits-1:0] o_rdata
);
localparam int DEPTH = (2**abits);                         
logic [dbits-1:0] rdata;
logic [dbits-1:0] mem[0: DEPTH - 1];                      
always_ff @(posedge i_clk) begin: rg_proc
    if (i_wena == 1'b1) begin
        mem[int'(i_addr)] = i_wdata;
    end else begin
        rdata = mem[int'(i_addr)];
    end
    o_rdata = rdata;
end: rg_proc
endmodule: ram_mmu_tech
==> /design/flow/run.sh <==
#!/bin/bash
# OpenROAD 26Q1-2900-gdf79404cd8, Yosys 0.63+post, stock flow scripts
make -C /OpenROAD-flow-scripts/flow DESIGN_CONFIG=/design/flow/config.mk WORK_HOME=/design/flow/orfs finish
==> run summary <==
The synthesis and PnR run went through. Share of the yosys chip area belonging to registers landed at ~83%. The leakage component of the power was reported as 88.5 nW. Post-synth area from yosys stat landed at around 240000 sq um. In this run, synthesis produced a sequential element count of 6760. Count of unresolved DRC violations after routing landed at 0. For this run, the detailed router reports a per-instance via density of approximately 6. Largest clock skew in the final design landed at about 0.048 ns. After synthesis the cells add up to 244000 sq um. Number of violations reported at the end of detailed-routing iteration 0 landed at between 10000 and 15000.

Worst path arrival time landed at 8.54 ns. First-pass GRT wire length landed at 1300000 um. The run finished with clean final reports.

Pin count of the biggest net entering global routing landed at approximately 65. Post-layout minimum cycle time landed at 7.68 ns. After floorplanning, the die was sized to cover 818000 sq um. Cells with a size suffix above 1 make up roughly 14% of the layout. Fraction of registers with async set or reset after synthesis landed at 0%.

Chip height landed at 904 um. Maximum number of buffers from clock root to sink landed at 4. The count of cells in the finished layout, fillers not included, comes to around 25000.

The synth_stat.txt file lists the number of cells as between 10000 and 15000. Number of buffers created by CTS landed at 647. Number of port buffers landed at around 220.

By instance count after routing, the leading logic cell type is sky130_fd_sc_hd__edfxtp_1. HPWL reported at the end of detailed placement landed at between 500000 and 600000 um. The area growth from synthesis to layout is 16.0%. STA classifies the critical path startpoint as an input pin. The layout stage reports a final design area of between 200000 and 300000 sq um. Slack of the critical path landed at slightly above 8 ns. Per the CTS log, the root buffer master is sky130_fd_sc_hd__clkbuf_16.

Final wirelength landed at 984000 um. Setup slack on the worst path after placement came out at between 7 and 8 ns. Among all flip-flop cells after synthesis, the most frequent one is sky130_fd_sc_hd__edfxtp_1. Leaving out fill and tap cells, the most frequent cells in the layout are sky130_fd_sc_hd__edfxtp_1 (6760), sky130_fd_sc_hd__a22oi_1 (2481), sky130_fd_sc_hd__buf_4 (782), sky130_fd_sc_hd__clkbuf_16 (657), sky130_fd_sc_hd__nand4_1 (449).

In this run the horizontal extent of the chip is around 900 um. Count of standard-cell rows landed at around 330. Highest attainable clock frequency landed at roughly 130 MHz. Warning count from the yosys run landed at 2. Area of the placeable core landed at just over 800000 sq um. TritonCTS built the clock tree. Required arrival time at the worst endpoint landed at ~17 ns. Final cycle utilization of the critical path landed at 48.3%. The detailed router placed about 150k vias in this run.

The post-synth count of flops with an enable pin is ~6800. Filler cell count in the final layout landed at around 75000. The clock tree synthesis step divided the H-tree into 6 levels. Placer's final routability congestion estimate landed at between 0.9 and 1. The CTS log lists the clock sinks for this run as 6760. The script computed a power per unit cell area of approximately 130 nW/um^2. Source-to-sink clock delay at the later pin of the worst-skew pair landed at ~1.2 ns. The final layout reports a setup TNS of 0 ns. Setup repair after global routing left no endpoint under its margin.

Once layout is complete, the utilization of the core stands at around a third. Count of TritonRoute iterations in the first routing pass landed at 8. Cell count after placement landed at ~24000. Placed cell area landed at 263000 sq um.

Per the post-CTS timing run, clock transition at the registers of the reported paths is 0.06 ns. Residual antenna-violating net count after detailed routing landed at 0. In this run the count of I/O pins placed on the die edge is 216. By startpoint and endpoint, the worst setup path is classified as in -> reg. Hold-check failures listed in the final report amount to 0. In this run the worst hold path is classified as reg -> reg. Number of global-route vias before repair landed at ~150k. Combinational cell area excluding buffers and inverters landed at 38800 sq um. Post-cts hold buffer count landed at 0. Global-route usage over all layers landed at between 20% and 30%. The global route stage reports its total congestion overflow as 0. Number of instances in the synthesized netlist landed at 12900. Final tally of max-slew violations landed at 0. Synthesized area per cell landed at between 15 and 20 sq um. The number of gates resized after CTS was 0. Number of antenna violations at the first check in global routing landed at between 100 and 150. STA classifies the critical path endpoint as a flip-flop. Total setup buffers inserted after CTS landed at 0. Relative slew slack landed at 5.18%. Average wire per standard cell landed at ~40 um. Endpoints with negative setup slack in the final report add up to 0.

The floorplan step records an initial core utilization of between 30% and 40%. Looking at the max-slew report, the worst-margin pin has a slew of ~1.4 ns. Maximum resistive drop on vdd landed at ~0.13 mV. The tool warning count for the run is 26. Per the run summary, max-cap violations total 0. Sequential cell area in the final layout landed at roughly 200000 sq um.

The critical path maximum fanout is between 40 and 50. Count of unique library cells instantiated by Yosys landed at 66.
cell type report:
| type | count | area share, % |
|---|---|---|
| Clock buffer | 854 | 6.06 |
| Inverter | 1 | 0.00397 |
| Clock inverter | 298 | 0.873 |
| Antenna cell | 90 | 0.0795 |
| Tap cell | 10800 | 4.78 |
| Sequential cell | 6760 | 71.6 |
| Multi-Input combinational cell | 5332 | 13.7 |
| Timing Repair Buffer | 1028 | 2.87 |
cells in the mapped netlist (43+ instances only):
library cell | count | area (sq um)
sky130_fd_sc_hd__nor2_1 | 215 | 807
sky130_fd_sc_hd__o2bb2ai_1 | 79 | 692
sky130_fd_sc_hd__a221oi_1 | 61 | 534
sky130_fd_sc_hd__nand4_1 | 449 | 2810
sky130_fd_sc_hd__clkbuf_1 | 426 | 1600
sky130_fd_sc_hd__nand3_1 | 157 | 786
sky130_fd_sc_hd__or4_1 | 43 | 323
sky130_fd_sc_hd__buf_1 | 122 | 458
sky130_fd_sc_hd__mux2i_1 | 92 | 921
sky130_fd_sc_hd__buf_2 | 240 | 1200
sky130_fd_sc_hd__nand2_1 | 204 | 766
sky130_fd_sc_hd__nor4_1 | 132 | 826
sky130_fd_sc_hd__a2111oi_0 | 141 | 1230
sky130_fd_sc_hd__nor3_1 | 80 | 400
sky130_fd_sc_hd__and3_1 | 425 | 2660
sky130_fd_sc_hd__a22o_1 | 151 | 1320
sky130_fd_sc_hd__a31oi_1 | 50 | 313
sky130_fd_sc_hd__a22oi_1 | 2481 | 18600
sky130_fd_sc_hd__mux2_2 | 168 | 1890
sky130_fd_sc_hd__a21oi_1 | 134 | 671
sky130_fd_sc_hd__edfxtp_1 | 6760 | 203000
through the flow:
step	hold WS, ns	power, mW
CTS	0.546	36.0
detailed placement	0.531	21.7
floorplan	0.516	20.8
finish	0.547	36.0
global placement	0.522	21.6
global route	0.568	36.7
worst max-delay path, cell delays in order:
cell and delay (ns):
sky130_fd_sc_hd__buf_4 0.51, sky130_fd_sc_hd__buf_4 0.65, sky130_fd_sc_hd__or2_4 0.60, sky130_fd_sc_hd__buf_4 0.59
sky130_fd_sc_hd__nor2_4 0.08, sky130_fd_sc_hd__buf_4 0.31, sky130_fd_sc_hd__buf_12 0.27, sky130_fd_sc_hd__a22oi_1 0.41
sky130_fd_sc_hd__nand4_1 0.14, sky130_fd_sc_hd__nor4_1 1.02, sky130_fd_sc_hd__buf_4 0.26, sky130_fd_sc_hd__a31oi_1 0.08
flip-flops by register name (all words and copies together), names as in the netlist:
| register | flops |
|---|---|
| mem | 6656 |
| rdata | 104 |
logic make-up (layout without fill, tap and decap cells):
family | after synthesis | in the layout | synth area share [%]
AND-OR/OR-AND | 3282 | 3282 | 10.2
flip-flops | 6760 | 6760 | 83.1
other | 0 | 90 | 0
multiplexers | 260 | 260 | 1.15
AND/OR/NAND/NOR | 1788 | 1788 | 4.11
buffers and inverters | 814 | 2181 | 1.42
XOR/XNOR | 2 | 2 | 0.00717
worst paths after layout:
check	end	slack, ns	cells past startpoint	start
max reg2reg	rdata[72]	12.76	6	mem[45][72]
min reg2reg	rdata[30]	0.55	1	mem[0][30]
max	rdata[86]	8.22	12	i_addr[5]
min	rdata[30]	0.55	1	mem[0][30]
routing by layer:
metal	global-route usage, %	vias up	part of all wire, %
met4	12.6	261	6.4
met1	21.7	71400	27
met2	34.1	15700	42
li1	-	56400	-
met5	8.38	-	0.82
met3	27.3	3374	24
power by group:
group / internal, mW / switching (mW) / leakage (nW)
Sequential: 19.9 / 0.150 / 61.1
Clock: 8.00 / 6.67 / 9.53
Combinational: 0.275 / 0.954 / 17.9
Total: 28.2 / 7.77 / 88.5
Power is estimated from default activity; no workload was simulated.
